==> design.v <==
module elementwise_mult_seq #(parameter N = 8) (
    input wire [N-1:0] a [0:3],
    input wire [N-1:0] b [0:3],
    output reg [2*N-1:0] result [0:3],
    input wire clk,
    output reg pulse_seq,
    output reg [3:0] cycle_count_seq
);
    integer i = 0;
    reg [3:0] done_flags = 0;
    always @(posedge clk) begin
        if (done_flags != 4'b1111) begin
            pulse_seq <= 1;
            result[i] <= a[i] * b[i];
            done_flags[i] <= 1;
            i <= i + 1;
            cycle_count_seq <= cycle_count_seq + 1;
        end else begin
            pulse_seq <= 0;
        end
    end
    initial begin
        cycle_count_seq = 0;
    end
endmodule
==> config.mk <==
export PLATFORM = sky130hd
export DESIGN_NAME = elementwise_mult_seq
export DESIGN_NICKNAME = elementwise_mult_seq
export VERILOG_FILES = /design/flow/design.v
export SDC_FILE = /design/flow/constraint.sdc
export NUM_CORES = 4
export LEC_CHECK = 1
export CORE_UTILIZATION = 30
export SYNTH_HDL_FRONTEND = slang
==> run.sh <==
#!/bin/bash
# OpenROAD 26Q1-2900-gdf79404cd8, Yosys 0.63+post, stock flow scripts
make -C /OpenROAD-flow-scripts/flow DESIGN_CONFIG=/design/flow/config.mk WORK_HOME=/design/flow/orfs finish
==> constraint.sdc <==
current_design elementwise_mult_seq

set clk_period 9.3
set clk_io_pct 0.2

create_clock -name clk0 -period $clk_period [get_ports {clk}]

set non_clock_inputs [all_inputs -no_clocks]
set_input_delay [expr $clk_period * $clk_io_pct] -clock clk0 $non_clock_inputs
set_output_delay [expr $clk_period * $clk_io_pct] -clock clk0 [all_outputs]
==> job_summary.md <==
### Flow metrics

| Metric | Value |
|---|---|
| Largest net degree at the start of global routing | 28 |
| # diodes | 0 |
| Top cell excl fill/tap | clkdlybuf4s50_1 |
| Final hold vios | 0 |
| Tool Warnings | 28 |
| TritonCTS clock tree | yes |
| Nature of the critical path endpoint | flop |
| Unrepaired setup endpoints after global routing | false |
| Initial antenna violation count | 0 |
| Slew Limit Fails | 0 |
| Number of global-route vias before repair | between 4,000 and 5,000 |
| HP Class | flop to flop |
| Die area | ~0.022 mm^2 |
| EDFF count, synth | 104 |
| Final GP Congestion | 0.831 |
| Sequential fraction of the synthesis area | 48.1% |
| VDD IR max | 119 uV |
| Residual DRC | 0 |
| Clk pwr share | around a quarter |
| Clock buffer count from CTS | 9 |
| Proportion of layout cells with a drive suffix above 1 | about 7.8% |
| Port bufs | 133 |
| Cells on worst reg2reg path | 16 |
| Area reported by Yosys stat | 0.00654 mm^2 |
| Die extent in y | 150 um |
| IO Pins | between 100 and 150 |
| Arrival time worst endpoint | ~6.5 ns |
| CORE AREA | approximately 0.021 mm^2 |
| Pleak | 3.32 nW |
| Global-route wire length before repair | 21.4 mm |
| Worst-skew pair later-pin latency | 0.34 ns |
| Area share, top type | 47.8% |
| Pre-CTS setup slack | 2.40 ns |
| Mapped Avg Cell Area | between 10 and 15 um^2 |
| Clock Sinks | 105 |
| Initial DRC count | 190 |
| Synth flops | 105 |
| Critical path startpoint category | input pin |
| R2r startpoint | i[0] |
| Chip width | 150 um |
| Max Fanout on Critical Path | 8 |
| Root buffer cell | clkbuf_16 |
| Final setup viols | 0 |
| Worst Hold Launch | done_flags[3] |
| CP Data Required Time | 9.31 ns |
| Routed WL per cell | 14.5 um |
| Flop pwr share | 41.7% |
| Main synth FF type | edfxtp_1 |
| Final wirelength | 13.3 mm |
| Cell taking the most area after synthesis | edfxtp_1 |
| Skew final | 0.00877 ns |
| Hold path depth | 1 |
| Resize count post-CTS | 0 |
| Hold endpoint | done_flags[3] |
| Cell Area, Synth | about 0.0065 mm^2 |
| CTS clk-pin slew, worst paths | 0.07 ns |
| Site Rows | approximately 53 |
| Top cells, area | edfxtp_1 48%, fa_1 11%, ha_1 7.8% |
| Pre-Repair DR Iteration Count | 4 |
| Worst Tran Pin Value | approximately 0.7 ns |
| CTS Buffer Depth | 2 |
| Switch share | 30.3% |
| Core Util at FP | 30.8% |
| Routed vias/inst | ~4.6 |
| Post-CTS setup buffer count | 0 |
| Slew headroom | 53.8% |
| H-tree Lvls | 3 |
| Tot GR Track Use | 12.8% |
| Synth unique cells | 49 |
| Reg-to-reg slack, setup | 3.84 ns |
| Vias | 4,231 |
| Hold-fix buffers, CTS | 0 |
| Final Hold Slack | around 0.54 ns |
| Syn Inst Count | 494 |
| Status | finished, final reports clean |
| Synthesis Warnings | 0 |
| Worst R2R End | result[29] |
| # Cells Yosys | ~490 |
| Final Cycle Share | 70.2% |
| Setup ws final | 2.77 ns |
| PD cells | 166 mW/mm^2 |
| Net Sw Power | 0.429 mW |
| DPL Wire Length | 10.7 mm |
| Comb pwr share | roughly 32% |
| Top Layout Cells | 133 x clkdlybuf4s50_1, 104 x edfxtp_1, 52 x and2_1, 49 x inv_1, 41 x ha_1 |
| Maximum clock rate | 0.153 GHz |
| Layout area overhead | 30.2% |
| MaxCap Viol Count | 0 |
| Worst Path Class, Setup | input pin to flop |
| Internal Power | 0.985 mW |
| Synth async-reset ratio | 0% |
| Setup TNS Final | 0 ns |
| Final min period | ~6.5 ns |
| Grt ovf | 0 |
| Post-route ant nets | 0 |
sequential cells by signal, indices dropped and copies added (netlist names):
register / flops
result: 64
done_flags: 4
pulse_seq: 1
i: 32
cycle_count_seq: 4
synthesized netlist by cell type, drive strengths merged, types with 2 or more instances:
| cell type | n |
|---|---|
| and2 | 52 |
| nand2 | 28 |
| nor4 | 9 |
| a21boi | 2 |
| a21oi | 9 |
| xnor2 | 25 |
| nand4 | 15 |
| inv | 49 |
| ha | 41 |
| o21ai | 6 |
| buf | 6 |
| or3 | 2 |
| a21o | 8 |
| xor2 | 12 |
| and4 | 3 |
| clkbuf | 3 |
| fa | 36 |
| o31ai | 2 |
| mux4 | 16 |
| mux2i | 3 |
| o21a | 2 |
| o311ai | 3 |
| a211oi | 2 |
| nor2 | 18 |
| and3 | 7 |
| edfxtp | 104 |
| nor3 | 8 |
| nand3 | 13 |
through the flow:
stage	area (um^2)	util [%]	total power, mW	instances
6_report	8510	40.1	1.41	917
5_1_grt	8510	40.1	1.52	917
4_1_cts	8510	40.1	1.43	917
3_5_place_dp	8220	38.7	1.06	901
3_3_place_gp	8220	38.7	1.05	901
2_1_floorplan	6540	-	0.924	494
kinds of logic after synthesis:
| kind of cell | count (synthesis) | synth area share (%) |
|---|---|---|
| AND/OR/NAND/NOR | 160 | 14.6 |
| flip-flops | 105 | 48.1 |
| adder cells (fa/ha/maj) | 77 | 18.9 |
| buffers and inverters | 58 | 3.67 |
| AND-OR/OR-AND | 38 | 3.85 |
| XOR/XNOR | 37 | 4.96 |
| multiplexers | 19 | 5.97 |
final cells by class:
type                    count  area, um^2
clock buffers              10         229
clock inverters             6        66.3
fillers                  1940       12700
multi-input cells         331        3160
well taps                 275         344
inverters                  49         184
flip-flops and latches    105        3140
repair buffers            141        1390
worst max path at each step:
stage	from	to	depth (start not counted)
4_1_cts	a[25]	result[29]	16
5_1_grt	a[25]	result[25]	15
6_report	a[25]	result[29]	16
power groups by stage:
stage,clock (mW),sequential (mW),combinational (mW)
6_report,0.369,0.589,0.456
4_1_cts,0.379,0.589,0.464
5_1_grt,0.396,0.589,0.535
worst max-delay path, stage by stage:
cell             delay, ns
clkdlybuf4s50_1       0.45
mux4_2                0.55
nand2_1               0.12
fa_1                  0.44
fa_1                  0.54
inv_1                 0.06
fa_1                  0.53
inv_1                 0.05
fa_1                  0.52
inv_1                 0.04
ha_1                  0.34
o21a_1                0.12
o31a_1                0.15
o311ai_1              0.29
mux2i_1               0.22
o311ai_0              0.25
layer usage:
metal	part of all wire, %	up-vias	wire (um)	global-route usage (%)
li1	-	2055	-	-
met1	47	2017	6250	20.3
met2	44	153	5870	18.8
met3	8.1	6	1080	4.16
met4	0.94	0	125	1.01
met5	0	-	0	0
Power figures rest on the tool's default switching activity, not on a simulated workload.
