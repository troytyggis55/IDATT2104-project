File: design/flow/design.v
module dot_product_par #(parameter N = 8) (    input wire [N-1:0] a [0:3],
    input wire [N-1:0] b [0:3],
    output reg [4*N-1:0] result,
    input wire clk,
    output reg pulse_par,
    output reg [3:0] cycle_count_par
);
    reg [2*N-1:0] mult [0:3];
    reg [2*N-1:0] sum;
    reg [3:0] done_flags;
    genvar i;
    generate
        for (i = 0; i < 4; i = i + 1) begin : mult_loop
            always @(posedge clk) begin
                mult[i] <= a[i] * b[i];
                done_flags[i] <= 1;
            end
        end
    endgenerate
    always @(posedge clk) begin
        if (done_flags == 4'b1111) begin
            sum <= mult[0] + mult[1] + mult[2] + mult[3];
            result <= sum;
            pulse_par <= 0;
        end else begin
            pulse_par <= 1;
            cycle_count_par <= cycle_count_par + 1;
        end
    end
    initial begin
        sum = 0;
        done_flags = 0;
        cycle_count_par = 0;
    end
endmodule
File: design/flow/run.sh
#!/bin/bash
# OpenROAD 26Q1-2900-gdf79404cd8, Yosys 0.63+post, stock flow scripts
make -C /OpenROAD-flow-scripts/flow DESIGN_CONFIG=/design/flow/config.mk WORK_HOME=/design/flow/orfs finish
File: design/flow/config.mk
export PLATFORM = sky130hd
export DESIGN_NAME = dot_product_par
export DESIGN_NICKNAME = dot_product_par
export VERILOG_FILES = /design/flow/design.v
export SDC_FILE = /design/flow/constraint.sdc
export NUM_CORES = 4
export LEC_CHECK = 1
export CORE_UTILIZATION = 30
export SYNTH_HDL_FRONTEND = slang
File: design/flow/constraint.sdc
current_design dot_product_par

set clk_period 7.6
set clk_io_pct 0.2

create_clock -name clk0 -period $clk_period [get_ports {clk}]

set non_clock_inputs [all_inputs -no_clocks]
set_input_delay [expr $clk_period * $clk_io_pct] -clock clk0 $non_clock_inputs
set_output_delay [expr $clk_period * $clk_io_pct] -clock clk0 [all_outputs]
==> results_slide.txt <==
Synthesis and Place & Route Summary

Power and ir drop
  • Power density cells: 394 nW/um^2
  • NetSw: 2380 uW
  • Flop pwr share: 18.0%
  • Share of power burned in the clock network: 8.9%
  • Max IR drop VDD: 0.549 mV
  • Leakage: 0.00644 uW
  • Logic pwr share: 73.1%
  • Internal: 2810 uW
  • Switching portion of total power: 45.8%

Logic synthesis
  • Yosys top cell by instances: inv_1
  • Chip Area, Yosys: 11,500 sq um
  • Commonest cells post-synth: 212 x inv_1, 196 x and2_1, 174 x fa_1
  • Top area cell types: fa_1 30%, ha_1 17%, dfxtp_1 17%, and2_1 11%, inv_1 6.9%
  • Netlist Area Pre-Place: 11,500 sq um
  • Number of enable flip-flop cells: 0
  • Number of cells in Yosys stat: 1,185
  • Sequential fraction of the synthesis area: 16.7%
  • Yosys top cell by area: fa_1
  • Syn_area_per_cell: 9.73 sq um
  • Asr flop ratio synth: 0%
  • Synth warnings: 0
  • Synth Flop Type: dfxtp_1
  • Top cell type's share of synthesized area: 30.2%
  • Distinct lib cells: 47
  • Cells after synthesis: 1,185
  • Post-synth regs: 96

Final timing
  • Cycle use final: 75.3%
  • # setup viols final: 0
  • RSZ-0062 raised after global routing: false
  • Max Slew Vio Count: 0
  • Skew final: 0.00772 ns
  • Worst Tran Pin Value: 0.570 ns
  • Post-route setup TNS: 0 ns
  • Max_slew headroom: 61.7%
  • Clock period minus worst slack: 5.73 ns
  • Endpoints failing hold: 0
  • Max frequency: 175 MHz

Clocking
  • Root buffer cell: clkbuf_16
  • CTS tree: built
  • Post-CTS Setup Inserts: 0
  • CTS Buffer Depth: 2
  • Clk slew on worst S/H paths: 0.07 ns
  • Hold buffers post-CTS: 0
  • CTS Buf Count: 9
  • Post_cts resized: 0
  • H-tree levels: 3
  • Clock sinks: 96
  • Late-Pin Clk Latency: 0.35 ns

Routing
  • Pre-antenna DRT Iters: 4
  • 1st-iter DRT viols: 263
  • Routed wire length: 22,200 um
  • DRT met1 WL: 10,400 um
  • Drt drc: 0
  • Metal2 WL: 10,600 um
  • Vias post-DR: 7,815
  • Uppermost layer routed: met4
  • Antenna viol nets, final: 0
  • WL/cell: 12.4 um
  • Vias per cell: 4.36
  • N_diodes: 0
  • Detail Route met3 WL: 1090 um

Placed design
  • Detailed Place HPWL: 19,200 um
  • Port Buf Inserts: 80
  • RD Place Congestion: 0.874
  • DP Area: 12,900 sq um

Cells and area
  • Share of layout cells above drive strength 1: 1.80%
  • Final instance area: 13,200 sq um
  • Area growth from synthesis to layout: 14.5%
  • Filler cells: 3,769
  • Gate Area: 8720 sq um
  • Register Area: 1920 sq um

Worst setup path
  • Arr. time, crit path: 5.96 ns
  • Worst path buffer plus inverter count: 4
  • Critical path, cell by cell: clkdlybuf4s50_1 -> nand2_1 -> fa_1 -> fa_1 -> inv_1 -> fa_1 -> inv_1 -> fa_1 -> inv_1 -> ha_1 -> nor2b_1 -> a311oi_1 -> o221ai_1 -> mux2i_1 -> nand3_1
  • Top delay family on crit path: adder cells
  • CP max stage delay: 0.67 ns
  • CP endpoint kind: flip-flop
  • Critical path class: input port to flip-flop
  • Cell repeated most along the worst path: fa_1
  • Slowest CP cell: clkdlybuf4s50_1
  • Crit path launch: a[28]
  • Worst EP required: 7.83 ns
  • Crit path max fanout: 8
  • Worst reg2reg path startpoint: mult[1][1]
  • Worst Setup Start Kind: input port

Global routing
  • Initial antenna violation count: 0
  • Largest net degree at the start of global routing: 19
  • Global-route usage over all layers: 12.8%
  • GR Overflow Total: 0
  • First-pass GRT wire length: 39,000 um
  • Vias in the first global route: 8,049

Worst hold path
  • Hold WC Path Type: flip-flop to flip-flop
  • HP Start: sum[2]

Floorplan
  • Die Wd: 198 um
  • Vert. Die Dim: 198 um
  • Fp_density: 30.5%
  • Core area: 37,800 sq um
  • Io pins: 102
  • Rows: 71
  • Die area: 39,200 sq um

Run
  • Tool warnings: 25
  • Max cap viols: 0

Run status
  • Status: finished clean
-- cells in the final DEF (no fill, tap or decap), types with 3 or more instances in the layout --
cell / synthesis / final
or2_2: 3 / 3
a31oi_1: 5 / 5
nor3_1: 11 / 11
a41oi_1: 3 / 3
dfxtp_1: 96 / 96
clkdlybuf4s50_1: 0 / 80
o21ai_0: 19 / 19
fa_1: 174 / 174
o21a_1: 4 / 4
nand3_1: 9 / 9
and3_1: 3 / 3
nor2_1: 24 / 24
xor2_1: 14 / 14
inv_1: 212 / 212
a21o_1: 15 / 15
a211oi_1: 5 / 5
and2_1: 196 / 196
conb_1: 1 / 21
nand2_1: 79 / 79
ha_1: 159 / 159
nor2b_1: 13 / 13
clkbuf_16: 0 / 9
nor4_1: 4 / 4
o21bai_1: 4 / 4
o21ai_1: 4 / 4
xnor2_1: 44 / 44
nand2b_1: 7 / 7
a21oi_1: 28 / 28
-- path summary, 6_finish.rpt --
path | endpoint | slack [ns] | cells past startpoint
max reg2reg | sum[15] | 4.37 | 11
min | result[2] | 0.33 | 0
max | mult[0][14] | 1.87 | 15
min reg2reg | result[2] | 0.33 | 0
-- area by class of cell --
| cell class | count | share of cell area [%] |
|---|---|---|
| Clock buffer | 9 | 1.71 |
| Clock inverter | 7 | 0.683 |
| Inverter | 212 | 6.03 |
| Multi-Input combinational cell | 876 | 66.1 |
| Sequential cell | 96 | 14.6 |
| Tap cell | 511 | 4.84 |
| Timing Repair Buffer | 80 | 6.07 |
-- routing by layer --
layer / GRT usage [%] / vias up
met2: 20.6 / 145
met3: 2.92 / 17
li1: - / 3868
met1: 18.9 / 3785
met4: 0.833 / 0
met5: 0 / -
-- power by group through the flow --
stage | combinational (uW) | sequential, uW | clock, uW
6_report | 3800 | 934 | 463
4_1_cts | 3810 | 944 | 474
5_1_grt | 4370 | 961 | 497
-- per-stage QoR --
stage	worst slack [ns]	power [uW]	std cells	hold slack, ns	utilization [%]
after detailed placement	1.53	4700	1775	0.312	34.1
final	1.87	5200	1791	0.327	35.0
after global routing	1.57	5830	1791	0.330	35.0
after global placement	1.53	4690	1775	0.312	34.1
after CTS	1.89	5230	1791	0.327	35.0
after floorplan	2.38	3770	1205	0.310	-
-- sequential cells by signal, summed over array words and instances (netlist names) --
name	flops
result	16
mult	64
sum	16
-- cell families after synthesis --
group                      synth area share, %
DFF                                       16.7
other                                   0.0325
AOI/OAI and AO/OA                         6.09
xor gates and xnor gates                  4.41
muxes                                    0.174
buffers and inverters                     8.27
and+or+nand+nor                           16.9
adders and majority gates                 47.5
Power is estimated from default activity; no workload was simulated.
