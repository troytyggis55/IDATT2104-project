`./config.mk`:
```
export PLATFORM = sky130hd
export DESIGN_NAME = dot_product_seq
export DESIGN_NICKNAME = dot_product_seq
export VERILOG_FILES = /design/flow/design.v
export SDC_FILE = /design/flow/constraint.sdc
export NUM_CORES = 4
export LEC_CHECK = 1
export CORE_UTILIZATION = 50
export SYNTH_HDL_FRONTEND = slang
```
`./constraint.sdc`:
```
current_design dot_product_seq

set clk_period 7.3
set clk_io_pct 0.2

create_clock -name clk0 -period $clk_period [get_ports {clk}]

set non_clock_inputs [all_inputs -no_clocks]
set_input_delay [expr $clk_period * $clk_io_pct] -clock clk0 $non_clock_inputs
set_output_delay [expr $clk_period * $clk_io_pct] -clock clk0 [all_outputs]
```
`./design.v`:
```
module dot_product_seq #(parameter N = 8) (
    input wire [N-1:0] a [0:3],
    input wire [N-1:0] b [0:3],
    output reg [4*N-1:0] result,
    input wire clk,
    output reg pulse_seq,
    output reg [3:0] cycle_count_seq
);
    reg [2*N-1:0] sum;
    reg [1:0] i;
    reg [3:0] done_flags;
    always @(posedge clk) begin
        if (done_flags != 4'b1111) begin
            pulse_seq <= 1;
            if (!done_flags[i]) begin
                sum <= sum + (a[i] * b[i]);
                done_flags[i] <= 1;
                i <= i + 1;
            end
            cycle_count_seq <= cycle_count_seq + 1;
        end else begin
            pulse_seq <= 0;
            result <= sum;
        end
    end
    initial begin
        sum = 0;
        i = 0;
        cycle_count_seq = 0;
        done_flags = 0;
    end
endmodule
```
`./run.sh`:
```
#!/bin/bash
# OpenROAD 26Q1-2900-gdf79404cd8, Yosys 0.63+post, stock flow scripts
make -C /OpenROAD-flow-scripts/flow DESIGN_CONFIG=/design/flow/config.mk WORK_HOME=/design/flow/orfs finish
```
==> flow_metrics.py <==
# Physical implementation metrics
metrics = {
    "worst_setup_path": {
        "crit_path_frequent_cell": "fa_1",
        "reg2regPathDepth": 15,
        "crit_type": "in2reg",
        "r2r_start": "i[0]",
        "required_ns": 7.36,
        "crit_buf_inv": 3,
        "reg2reg_to": "sum[15]",
        "crit_start": "a[11]",
        "cp_slowest_cell": "mux4_2",
        "crit_chain": "clkdlybuf4s50_1 -> mux4_2 -> and2_1 -> fa_1 -> fa_1 -> fa_1 -> inv_1 -> fa_1 -> inv_1 -> ha_1 -> a21oi_1 -> o2bb2ai_1 -> nor4_1 -> a21oi_1 -> xnor2_1",
        "ff2ff_setup_slack_ns": 1.90,
        "cp_data_arrival_time_ns": 6.16,
        "start_kind": "primary input",
        "crit_path_max_fanout": 8,
        "critPathTopFamily": "adder cells",
        "end_kind": "flip-flop",
        "cp_slowest_stage_delay_ns": 0.56,
    },
    "clocking": {
        "htreeDepth": 2,
        "cts.path.max_buffers": 2,
        "hold_buffers": 0,
        "clock_latency_ns": 0.30,
        "cts_num_sinks": 43,
        "clk_pin_slew_ns": 0.09,
        "cts_tree": "done",
        "cts-root-buf": "clkbuf_8",
        "cts_setup_buffers": 0,
        "cts-resized-gates": 0,
        "numCtsBuffers": 5,
    },
    "global_route": {
        "met1_usage_pct": 34.4,
        "grt_usage_pct": 20.0,
        "antenna_found_initial": 0,
        "grt_max_degree": 21,
        "busiest_layer": "met1",
        "grt_overflow": 0,
        "grt_pass1_wl_um": 14300,
        "grt_pass1_vias": 3060,
        "met3_usage_pct": 3.81,
        "grtUsageMet2_pct": 30.8,
    },
    "pwr": {
        "p_leak_nw": 2.51,
        "p_seq_share_pct": 25.2,
        "irDropWorstVdd_v": 0.000205,
        "internal-power_mw": 0.729,
        "p_clk_share_pct": 17.1,
        "power_density_nw_per_um2": 214,
        "comb_power_share_pct": 57.7,
        "p_sw_share_pct": 38.9,
        "power_switching_mw": 0.465,
        "total_power_mw": 1.19,
    },
    "hold_path": {
        "holdCritStartpoint": "sum[14]",
        "worstHoldEndpoint": "result[14]",
        "min_path_type": "reg2reg",
        "holdPathStages": 0,
    },
    "place": {
        "hpwl_um": 7060,
        "post-place-ws_ns": 0.839,
        "place.port_buffers": 85,
        "place_congestion": 0.866,
    },
    "flow_run": {
        "warning_count": 29,
        "max_cap_viol_count": 0,
    },
    "synthesis": {
        "ys_types": 42,
        "synthesis.area_um2": 4560,
        "yosys-stat-area_um2": 4560,
        "ys_warn_count": 0,
        "ys_cells": 411,
        "synth_seq_share_pct": 28.1,
        "synth-seq-cells": 43,
        "syn_inst": 411,
        "edf_count": 42,
        "syn_avg_cell_area_um2": 11.1,
        "ff_type": "edfxtp_1",
        "async_reset_ff_share_pct": 0,
    },
    "route": {
        "drtPass1Iterations": 5,
        "num_antenna_cells": 0,
        "drc": 0,
        "drtAntennaViolNets": 0,
        "vias": 3055,
        "drt_iter0_markers": 119,
        "routed_wl_um": 8360,
        "routedWlPerCell_um": 13.7,
        "via_per_inst": 5.02,
    },
    "sta": {
        "max_freq_mhz": 164,
        "finalClockPeriodUsage_pct": 83.6,
        "setup_tns_ns": 0,
        "worst_pin_slew_ns": 0.813,
        "setup_ws_ns": 1.20,
        "setup_violations": 0,
        "min_period_ns": 6.10,
        "drv_slew": 0,
        "rsz0062_at_grt": "no",
        "clock_skew_ns": 0.0127,
        "timing_hold_violations_final": 0,
        "slew_headroom_pct": 45.8,
    },
    "floorplan": {
        "pin_count": 102,
        "die-area_um2": 9500,
        "fp-utilization_pct": 52.0,
        "fp.dieH_um": 97.5,
        "core_um2": 8760,
        "die_w_um": 97.5,
        "rows": 34,
    },
    "final_layout": {
        "lay_top_count": "inv_1",
        "final_cell_mix": "inv_1 (97), clkdlybuf4s50_1 (85), fa_1 (50), edfxtp_1 (42), ha_1 (40)",
        "drive_gt1_share_pct": 8.00,
        "syn2layout_area_growth_pct": 22.4,
    },
    "run_status": {
        "status": "completed",
    },
}
==> power groups by stage <==
| stage | registers [mW] | logic (mW) | clock network, mW |
|---|---|---|---|
| after global routing | 0.301 | 0.783 | 0.220 |
| after CTS | 0.301 | 0.694 | 0.212 |
| final | 0.301 | 0.689 | 0.204 |
==> flip-flops by register name, indices dropped and copies added (netlist names) <==
signal	flops
result	16
sum	16
cycle_count_seq	4
done_flags	4
i	2
pulse_seq	1
==> cells in the mapped netlist, drive strengths merged (2+ instances only) <==
cell,number,area share [%]
nor4,3,0.55
o21a,3,0.49
o21ai,4,0.44
or2,4,0.55
buf,22,3.7
nand3,6,0.66
a211oi,2,0.33
xor2,3,0.58
a21o,2,0.33
fa,50,22
edfxtp,42,28
xnor2,8,1.5
and2,35,4.8
nor2,10,0.88
a21oi,8,0.88
mux4,17,8.4
nand2,37,3.0
ha,40,11
inv,97,8.0
==> through the flow <==
stage                     utilization (%)  instance area, µm²  hold WS [ns]  instances
after detailed placement             62.2                5450         0.437        600
after floorplan                         -                4610         0.426        426
after global placement               62.2                5450         0.437        600
after global routing                 63.6                5580         0.474        608
final                                63.6                5580         0.450        608
after CTS                            63.6                5580         0.463        608
==> metal layers <==
layer,share of wire [%],routed length [µm],vias to the layer above
li1,-,-,1465
met1,45,3790,1493
met2,48,4040,93
met3,5.6,467,4
met4,0.71,59,0
met5,0,0,-
==> cell type report <==
class                   count  area (µm²)
flip-flops and latches     43        1280
multi-input cells         264        2800
inverters                  97         364
clock inverters             2        38.8
fillers                   706        3190
repair buffers             88         873
clock buffers               6        82.6
well taps                 108         135
==> worst register-to-register path: cells and delay by family (launching register included) <==
kind            cells  cell delay (ns)
simple gates        2             0.46
xor+xnor            1             0.13
compound gates      3             0.54
mux                 1             0.65
flops               1             0.44
buf+inv             3             0.44
fa+ha+maj           5             2.50
==> cell families (layout without fill, tap and decap cells) <==
family	after synthesis	after routing	share of synthesized area, %
buffers and inverters	119	193	11.6
AND/OR/NAND/NOR	102	102	11.8
adder cells (fa/ha/maj)	90	90	33.0
flip-flops	43	43	28.1
AND-OR/OR-AND	28	28	4.83
multiplexers	17	17	8.40
XOR/XNOR	11	11	2.11
other	1	16	0.0823
==> how the worst max path moves through the flow <==
stage	endpoint	slack, ns	depth (start not counted)
after CTS	sum[15]	1.17	15
after global routing	sum[15]	1.01	15
final	sum[15]	1.20	15
No activity file was given, so power comes from the tool's default toggle rates.
